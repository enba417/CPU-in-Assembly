==> design.v <==
`timescale 1ns / 1ps
module Mux_2to1_by32(IN0,IN1,Output,Select);
input			[31:0]	IN0;
input			[31:0]	IN1;
input						Select;
output reg	[31:0]	Output;
always@(Select,IN0,IN1)
begin
	Output =(Select)? IN0: IN1;
end
endmodule
==> run.sh <==
#!/bin/bash
# OpenROAD 26Q1-2900-gdf79404cd8, Yosys 0.63+post, stock flow scripts
make -C /OpenROAD-flow-scripts/flow DESIGN_CONFIG=/design/flow/config.mk WORK_HOME=/design/flow/orfs finish
==> config.mk <==
export PLATFORM = sky130hd
export DESIGN_NAME = Mux_2to1_by32
export DESIGN_NICKNAME = Mux_2to1_by32
export VERILOG_FILES = /design/flow/design.v
export SDC_FILE = /design/flow/constraint.sdc
export NUM_CORES = 4
export LEC_CHECK = 1
export CORE_AREA = 10 10 71 71
export DIE_AREA = 0 0 81 81
==> constraint.sdc <==
current_design Mux_2to1_by32

set clk_period 1.0
set clk_io_pct 0.2

create_clock -name clk0 -period $clk_period

set non_clock_inputs [all_inputs -no_clocks]
set_input_delay [expr $clk_period * $clk_io_pct] -clock clk0 $non_clock_inputs
set_output_delay [expr $clk_period * $clk_io_pct] -clock clk0 [all_outputs]
==> results.txt <==
outcome: complete, but fails checks
drt first-iter violations: 1
number of fill cells in the layout: 360
Worst setup EP type: primary output
initial antenna violation count: 0
Final Cycle Share: 108%
Reg area: 0 um2
Setup WS post-layout: -80.1 ps
failing checks: negative setup slack
most frequent cell after synthesis: mux2_4
PD cells: 397 nW/um2
CORE AREA: 3630 um2
largest net degree at the start of global routing: 11
Fin Hold WS: 798 ps
crit start category: input port
unrepaired setup endpoints after global routing: true
final hold vios: 0
Comb area: 480 um2
die area: 6560 um2
flop count: 0
antenna viol nets, final: 0
design area: 1550 um2
max-slew violation count: 0
DR vias/cell: 3.74
Placer Congestion: 0.852
post-layout min period: 1080 ps
Max Fanout on Critical Path: 10
max_cap viols: 0
Worst-Margin Slew: 84.4 ps
# rows: 22
DP Area: 1560 um2
Die X: 81 um
final setup fails: 32
Clock buffer cells: 0
area grow syn2layout: 184%
Gate Count Post-Synth: 36
Via Count: 681
Hold WC Path Type: input port to primary output
Detailed Route WL: 2810 um
IO Count: 97
yosys cell count: 36
DR DRC count: 0
hold path cells: 3
yosys synthesis chip area: 544 um2
mapped cell area: 544 um2
Data required, critical path: 800 ps
Cells after DPL: 180
synthesis warning total: 1
Core Util, Final: 42.5%
pre-CTS setup slack: -532 ps
Total Routing Usage GR: 7.38%
Avg WL per Cell: 15.5 um
GR Overflow Total: 0
Leak Pwr: 0.838 nW
die height: 81 um
Yosys top cell by area: mux2_4
dpl hpwl: 2550 um
first-pass iteration count of the detailed router: 2
Distinct lib cells used: 4
Post-synth area hogs: mux2_4, buf_12, mux2_2, buf_6
crit path kind: input port to primary output
vias in the first global route: 754
IO buf count: 97
max_slew headroom: 94.4%
first-pass GRT wire length: 3920 um
fmax: 926 MHz
peak supply drop: 0.131 mV
post-synthesis sequential area ratio: 0%
Post-Layout Cell Count: 182
FP Util: 15.0%
tool warning count: 34
share of layout cells above drive strength 1: 52.2%
Area leader share: 82.8%
data arrival time of the worst path: 880 ps
top cells by count: mux2_4, buf_12, mux2_2
Avg Cell Area, Syn: 15.1 um2
Antenna Cells: 0
-- stage by stage --
stage                     power [mW]  setup TNS (ps)
after global placement         0.668          -16310
after detailed placement       0.672          -16560
after floorplan                0.206               0
after CTS                      0.598           -2350
after global routing           0.656           -2650
final                          0.614           -2220
-- cells by family (layout without fill, tap and decap cells) --
kind of cell / Yosys count / after routing / synth area share [%]
multiplexers: 32 / 32 / 86.9
buffers and inverters: 4 / 102 / 13.1
-- routing by layer --
layer / share of wire, % / vias up / routed length, um / track usage [%]
li1: - / 332 / - / -
met1: 40 / 299 / 1120 / 8.83
met2: 50 / 50 / 1390 / 13.2
met3: 11 / 0 / 298 / 2.56
met4: 0 / 0 / 0 / 0
met5: 0 / - / 0 / 0
-- path summary, 6_finish.rpt --
check | from | end | slack [ps]
min | IN1[31] | Output[31] | 800
max | Select | Output[5] | -80
-- timing repair --
item / CTS / global route
setup buffers: 1 / 0
setup endpoints to repair: 32 / 32
resized: 187 / 7
hold buffers: 0 / 0
gates cloned: 1 / 0
-- power by group --
group	total [mW]	internal (mW)	switching (mW)	leakage (nW)
Sequential	0	0	0	0
Clock	0	0	0	0
Combinational	0.614	0.476	0.138	0.838
Total	0.614	0.476	0.138	0.838
-- cell type report --
type / count / area share [%]
Multi-Input combinational cell: 32 / 31.1
Tap cell: 48 / 3.89
Timing Repair Buffer: 102 / 65.0
-- worst max-delay path, stage by stage --
cell and delay (ps):
buf_12 120, buf_12 140, mux2_4 300, buf_6 110
-- layout by cell type, fill, tap and decap left out, drive strengths merged --
cell type,netlist,final
buf,4,38
mux2,32,32
dlygate4sd2,0,64
Power and IR drop assume default switching activity.
