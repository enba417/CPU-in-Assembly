### design/flow/run.sh
#!/bin/bash
# OpenROAD 26Q1-2900-gdf79404cd8, Yosys 0.63+post, stock flow scripts
make -C /OpenROAD-flow-scripts/flow DESIGN_CONFIG=/design/flow/config.mk WORK_HOME=/design/flow/orfs finish
### design/flow/config.mk
export PLATFORM = sky130hd
export DESIGN_NAME = ALU
export DESIGN_NICKNAME = ALU
export VERILOG_FILES = /design/flow/design.v
export SDC_FILE = /design/flow/constraint.sdc
export NUM_CORES = 4
export LEC_CHECK = 1
export CORE_UTILIZATION = 40
### design/flow/constraint.sdc
current_design ALU

set clk_period 19.2
set clk_io_pct 0.2

create_clock -name clk0 -period $clk_period

set non_clock_inputs [all_inputs -no_clocks]
set_input_delay [expr $clk_period * $clk_io_pct] -clock clk0 $non_clock_inputs
set_output_delay [expr $clk_period * $clk_io_pct] -clock clk0 [all_outputs]
### design/flow/design.v
module ALU(A,	B,	aluctl, zero, Output);
	input 			[31:0]	A,	B;
	input				[3:0]		aluctl;
	output	reg	[31:0]	Output;
	output						zero;
	assign zero = !Output;
	always	@( A,	B,	aluctl )
	begin
		case(aluctl)
		4'b0000: Output <= A & B;					 
		4'b0001:	Output <= A | B;					 
		4'b0010: Output <= A + B;					 
		4'b0110: Output <= A - B;					 
		4'b0111: Output <= (A<B) ?	1 :	0;		 
		4'b1100: Output <= ~(A|B);					 
		default: Output <= 32'hX;					 
		endcase
	end
endmodule
==> deck_impl_summary.md <==
Synthesis and Place & Route Summary

Detailed routing
  – Routed WL: ~25000 um
  – DR vias: between 7000 and 8000
  – DRT Pass-1 Iters: 6
  – Vias per Instance: 6.34
  – Post-route DRC: 0
  – Iter 0 DRT Violations: 1039
  – Number of diodes: 0
  – Antenna Nets Post-Route: 0
  – Routed wire per std cell: 21.2 um

Finish
  – Area grow syn2layout: 18.3%
  – Design area: a little over 7000 um2
  – Flop count: 0
  – Number of clock buffers in the layout: 0
  – Register Area: 0 um2
  – Fraction of layout cells with a size suffix above 1: 4.83%

Clock tree
  – Cts-stage hold buffer count: 0
  – Setup bufs post-CTS: 0
  – PostCTS Resize Cnt: 0

Synth
  – Yosys top cell area share: 21.0%
  – Count leader, synth: inv_1
  – Seq/Total Area, Yosys: 0%
  – Largest area contributor in the netlist: ha_1
  – Post-Syn Area per Cell: approximately 6.6 um2
  – Synth warn: 1
  – Unique cell types: 89
  – List of most frequent post-synthesis cells: inv_1 (105), ha_1 (103), a21oi_1 (88)
  – Number of cells in Yosys stat: 935
  – Mapped Cells: 935
  – Synthesis area per yosys: 6140 um2
  – Post-Syn Area: 6140 um2
  – Synth area leaders: ha_1 (21%), a21oi_1 (7.2%), inv_1 (6.4%)

Job
  – Tool Warnings: 103
  – Max-cap viol count: 0

Die
  – # IOs: 101
  – Die area: approximately 16000 um2
  – Die Ht: 126 um
  – FP Util: between 40% and 50%
  – Row count: between 40 and 50
  – Core region area: 14800 um2
  – Die X: 126 um

Power
  – Sw frac: 59.2%
  – Internal cell power: 0.0877 mW
  – NetSw: around 0.13 mW
  – Maximum vdd drop: 0.0104 mV
  – Comb power frac: 100.0%
  – Pwr/cell area: 29.6 nW/um2
  – Leakage: 3.17 nW
  – Seq pwr share: 0%
  – Pwr Total: about 0.21 mW
  – Clock network fraction of total power: 0%

GRT
  – Initial antenna violation count: 0
  – Total gr overflow: 0
  – GR Util All Layers: 31.5%
  – First-pass GRT wire length: 38400 um
  – Vias in the first global route: 6756
  – Largest net degree at the start of global routing: 45

Timing
  – Slew Viols, Final: 0
  – Count of final setup violators: 0
  – Slew @ Worst Pin: between 0.8 and 0.9 ns
  – Fin crit period: 13.18 ns
  – Final hold vios: 0
  – RSZ-0062 raised after global routing: no
  – Setup_tns: 0 ns
  – Crit share post-route: between 60 and 70%
  – Achievable Freq: between 70 and 80 MHz
  – Worst slew margin: 42.6%

Worst hold path
  – Worst Hold Path EP: Output[8]
  – Hold Path Class: input port to output port
  – Hold Startpoint: B[8]
  – Worst Hold Depth: 5

Status
  – Status: finished, final reports clean

Critical path
  – Worst path max stage delay: around 0.79 ns
  – CP max stage cell: a211oi_1
  – Crit path DRT: 15.36 ns
  – Crit. End Element: output port
  – Critical path class: input port to output port
  – Worst Path Max Fanout: 6
  – CP Cell Sequence: clkdlybuf4s50_1 > ha_1 > inv_1 > fa_1 > nor2b_1 > o2111ai_1 > a211oi_1 > o31ai_1 > xor2_1 > o221ai_1 > o21ai_0 > o2111ai_1 > or4_1 > or4b_1 > nor4_2 > clkdlybuf4s50_1
  – CP arrival: just over 9 ns
  – CP Launch Type: input port

Placement
  – Placer Congestion: 1.04
  – Post-DP HPWL: 19700 um
  – Placed instance area: 7260 um2
  – Buffers on Ports: 101
## worst max-delay path by stage
stage,start,end,cells past startpoint
final,B[0],zero,16
after global routing,B[0],zero,16
after CTS,B[0],zero,16
## per-layer routing
metal | GRT usage, % | vias up | part of all wire [%]
met5 | 0 | - | 0
met4 | 8.36 | 0 | 3.2
met3 | 6.45 | 57 | 13
met2 | 45.5 | 521 | 41
met1 | 47.3 | 3312 | 44
li1 | - | 3573 | -
## layout by cell type, fill, tap and decap left out, types with 12 or more instances in the layout
master	instances
nand3_1	19
o211ai_1	20
buf_4	14
ha_1	103
a21oi_1	88
nor2b_1	12
clkdlybuf4s50_1	101
o21bai_1	16
a31oi_1	16
o21ai_0	74
inv_1	105
nor3_1	18
nor2_1	81
a211oi_1	16
xnor2_1	12
nand2_1	61
## through the flow
| stage | util, % | cells | hold WS (ns) | setup slack, ns |
|---|---|---|---|---|
| 2_1_floorplan | - | 935 | 7.92 | 8.08 |
| 3_3_place_gp | 49.2 | 1177 | 8.96 | 6.21 |
| 3_5_place_dp | 49.2 | 1177 | 8.94 | 6.22 |
| 4_1_cts | 49.2 | 1177 | 8.96 | 6.16 |
| 5_1_grt | 49.2 | 1177 | 9.02 | 5.62 |
| 6_report | 49.2 | 1177 | 8.96 | 6.02 |
## kinds of logic (layout without fill, tap and decap cells)
logic type / count (synthesis) / in the layout / synth area share [%]
AND/OR/NAND/NOR: 274 / 274 / 22.9
XOR/XNOR: 14 / 14 / 2.00
multiplexers: 6 / 6 / 1.04
AND-OR/OR-AND: 373 / 373 / 41.8
adder cells (fa/ha/maj): 105 / 105 / 21.7
buffers and inverters: 163 / 221 / 10.6
## worst max-delay path, delay by kind of cell
family	cells	cell delay [ns]
compound gates	6	2.02
simple gates	4	1.52
buf+inv	3	1.10
fa+ha+maj	2	0.68
xor+xnor	1	0.17
## power by group through the flow
stage	combinational [mW]	sequential (mW)	clock (mW)
CTS	0.209	0	0
global route	0.231	0	0
finish	0.215	0	0
## layout make-up
| cell class | instances | area [um2] |
|---|---|---|
| Inverter | 106 | 398 |
| Tap cell | 184 | 230 |
| Timing Repair Buffer | 115 | 1120 |
| Fill cell | 1527 | 7490 |
| Multi-Input combinational cell | 772 | 5520 |
Power and IR drop assume default switching activity.
