**flow/config.mk**
```make
export PLATFORM = sky130hd
export DESIGN_NAME = RegFile32
export DESIGN_NICKNAME = RegFile32
export VERILOG_FILES = /design/flow/design.v
export SDC_FILE = /design/flow/constraint.sdc
export NUM_CORES = 4
export LEC_CHECK = 1
export CORE_UTILIZATION = 40
```
**flow/constraint.sdc**
```tcl
current_design RegFile32

set clk_period 8.9
set clk_io_pct 0.2

create_clock -name clk0 -period $clk_period [get_ports {clock}]

set non_clock_inputs [all_inputs -no_clocks]
set_input_delay [expr $clk_period * $clk_io_pct] -clock clk0 $non_clock_inputs
set_output_delay [expr $clk_period * $clk_io_pct] -clock clk0 [all_outputs]
```
**flow/design.v**
```verilog
`timescale 1ns / 1ps
module RegFile32(Read1, Read2, WriteReg, WriteData, clock, RegWrite, Data1, Data2);
	input 	[4:0] 	Read1, Read2, WriteReg;  
	input 	[31:0] 	WriteData;  
	input					RegWrite,	 
							clock;	 
	output	[31:0]	Data1, Data2;	 
	reg		[31:0]	RF	[31:0];	 
	assign Data1	=	RF[Read1];
	assign Data2	=	RF[Read2];
	always @(negedge clock)
	begin
		if (RegWrite == 1 && WriteReg != 5'h000) RF[WriteReg]	<= WriteData;
		RF[0] <= 32'h00000000;		 
	end
endmodule
```
**flow/run.sh**
```bash
#!/bin/bash
# OpenROAD 26Q1-2900-gdf79404cd8, Yosys 0.63+post, stock flow scripts
make -C /OpenROAD-flow-scripts/flow DESIGN_CONFIG=/design/flow/config.mk WORK_HOME=/design/flow/orfs finish
```
==> metrics.csv <==
metric,value,unit
path_cells,mux4_2 -> a22o_1 -> o21ai_2 -> o31ai_2 -> clkdlybuf4s50_1,
critical_path_arrival,7.10,ns
hp-start,Read1[4],
grt_max_degree,75,
fin_setup_tns,0,ns
clockBufferDepth,3,
worstSetupPathType,flop to output pin,
cts_tree,built,
comb_area,16100,sq um
fp_util,0.403,
die_h,342,um
p_leak,22.9,nW
cp-end-kind,output pin,
vias,29918,
rsz0062_at_grt,yes,
reg.largest.list,RF (992),
dieArea,117000,sq um
maxCapViolCount,0,
io_buffers,112,
topCellsByArea,"edfxtp_1 (65%), mux4_2 (19%), a22o_1 (3.6%)",
lay_top_count,inv_1,
top_cell_area_share,0.646,
rows,124,
numSynthFlops,992,
crit_fanout,2,
slowest_stage,mux4_2,
avgRoutedWirePerCell,27.8,um
synth_area,46100,sq um
critical_path_required,7.12,ns
cts.sinks,992,
fp.dieW,342,um
tool_warnings,1019,
syn_avg_cell_area,18.8,sq um
overflow,0,
h-tree-depth,3,
crit_start,RF[29][22],
setup_ws,0.0246,ns
post_drt_via_cell_ratio,5.76,
grt.total_usage,0.275,
dpl_worst_slack,0.443,ns
clk_pin_slew,0.03,ns
ys_seq_frac,0.646,
dp_hpwl,80100,um
final.fill_count,8781,
place.gp.congestion,0.876,
outcome,finished clean,
syn2layout_area_growth,25.0,%
cts-buffers-inserted,108,
yosysTopAreaCell,edfxtp_1,
antenna_left,0,
flop_area,29800,sq um
ys_cells,2448,
drc_errors,0,
dp_cells,4002,
holdWs,4.37,ns
drive_gt1_frac,0.247,
cts_hold_buffers,0,
setup_viol,0,
largest_reg_flops,992,
drv_slew,0,
wirelength,145000,um
dr.first_iter.drc_count,1663,
antenna_found_initial,7,
p_per_area,216,nW/um^2
grt_pass1_vias,35307,
relSlewSlack,0.334,
max_slew.worst_pin.slew,0.995,ns
final_util,0.504,
finalHoldViolCount,0,
synthDistinctLibCells,26,
startpoint_type,flop,
hold_path_class,input pin to output pin,
syn_inst,2448,
yosys_warnings,1,
final_cell_mix,"inv_1 (1012), edfxtp_1 (992), mux4_2 (384), a22o_1 (192), mux2i_1 (160)",
clock-root-buffer,clkbuf_16,
yosys-stat-area,46100,sq um
final_cells,5198,
peakVddDrop,0.186,mV
dr.pass1.iters,6,
slowest_delay,0.48,ns
grt_pass1_wl,211000,um
coreArea,114000,sq um
top_register,RF,
pin_count,113,
-- metrics by stage --
stage | power [W] | instance area (sq um)
2_1_floorplan | 0.00651 | 46100
3_3_place_gp | 0.00692 | 49700
3_5_place_dp | 0.00693 | 49700
4_1_cts | 0.0126 | 57400
5_1_grt | 0.0132 | 57600
6_report | 0.0124 | 57600
-- power breakdown --
group | leakage [nW] | switching (W) | internal (W)
Clock | 7.07 | 0.00298 | 0.00320
Sequential | 8.94 | 0.0000231 | 0.00524
Combinational | 6.89 | 0.000573 | 0.000418
Total | 22.9 | 0.00358 | 0.00886
-- cells by family after synthesis --
group | after synthesis | synth area share
AND/OR/NAND/NOR | 186 | 0.0200
multiplexers | 608 | 0.238
buffers and inverters | 214 | 0.0233
flip-flops | 992 | 0.646
AND-OR/OR-AND | 448 | 0.0729
-- worst max-delay path, delay by kind of cell, from the launching register on --
family / cells / cell delay (ns)
AND-OR/OR-AND: 3 / 0.63
buffers and inverters: 1 / 0.47
flip-flops: 1 / 0.39
multiplexers: 1 / 0.48
-- layout make-up --
| class | count | area share |
|---|---|---|
| Clock inverter | 1083 | 0.0792 |
| Clock buffer | 110 | 0.0478 |
| Sequential cell | 992 | 0.517 |
| Timing Repair Buffer | 251 | 0.0433 |
| Tap cell | 1512 | 0.0328 |
| Antenna cell | 6 | 0.000260 |
| Multi-Input combinational cell | 1242 | 0.280 |
| Inverter | 2 | 0.000130 |
-- path summary, 6_finish.rpt --
check / to / depth (start not counted)
max: Data2[22] / 5
min: Data1[9] / 4
-- what timing repair did --
action | in CTS | in global routing
endpoints found under the setup margin | 53 | 34
pin swaps | 19 | 24
cloned | 0 | 0
gates resized | 108 | 49
buffers inserted | 2 | 3
-- per-layer routing --
metal / share of wire / GRT usage
met3: 0.19 / 0.257
met4: 0.036 / 0.118
met5: 0.0030 / 0.0315
met1: 0.31 / 0.279
met2: 0.47 / 0.382
-- synth_stat cells --
cell	n
nand3_1	2
nor2b_1	6
nand2b_1	2
or3_1	1
o31ai_1	64
nor2_1	34
and2_1	34
nand2_1	67
inv_2	1
clkbuf_1	116
nand3b_1	5
o22ai_1	64
buf_4	25
or3b_2	3
buf_2	44
buf_6	16
edfxtp_1	992
buf_1	10
mux2_2	64
o21ai_1	64
mux2i_1	160
a22o_1	192
inv_1	2
a211oi_1	64
mux4_2	384
and3_1	32
Power figures rest on the tool's default switching activity, not on a simulated workload.
